[./run.sh]
#!/bin/bash
# OpenROAD 26Q1-2900-gdf79404cd8, Yosys 0.63+post, stock flow scripts
make -C /OpenROAD-flow-scripts/flow DESIGN_CONFIG=/design/flow/config.mk WORK_HOME=/design/flow/orfs finish
[./config.mk]
export PLATFORM = sky130hd
export DESIGN_NAME = clock_divider
export DESIGN_NICKNAME = clock_divider
export VERILOG_FILES = /design/flow/design.v
export SDC_FILE = /design/flow/constraint.sdc
export NUM_CORES = 4
export LEC_CHECK = 1
export CORE_AREA = 10 10 97 97
export DIE_AREA = 0 0 107 107
export SYNTH_HDL_FRONTEND = slang
[./constraint.sdc]
current_design clock_divider

set clk_period 6.2
set clk_io_pct 0.2

create_clock -name clk0 -period $clk_period [get_ports {clk}]

set non_clock_inputs [all_inputs -no_clocks]
set_input_delay [expr $clk_period * $clk_io_pct] -clock clk0 $non_clock_inputs
set_output_delay [expr $clk_period * $clk_io_pct] -clock clk0 [all_outputs]
[./design.v]
`timescale 1ns / 1ns
module clock_divider #(
    parameter FREQ_IN  = 'd1_000_000,
    parameter FREQ_OUT = 'd1
) (
    input clk,
    input reset,
    output reg out
);
  reg [31:0] cnt;
  localparam DIVIDER = FREQ_IN / FREQ_OUT;
  always @(posedge clk) begin
    if (reset) begin
      out <= 1'b0;
      cnt <= 32'd0;
    end else begin
      if (cnt == DIVIDER / 2 - 1) begin
        out <= out ^ 1;
        cnt <= 32'd0;
      end else begin
        cnt <= cnt + 32'd1;
      end
    end
  end
endmodule
==> flow_summary.json <==
{
  "insertion_delay_ns": 0.28,
  "fp_util_pct": 22.2,
  "ys_top_cells_by_area": "dfxtp_1, a21oi_1, or3_1",
  "yosysWarnings": 0,
  "netlist_instances": 187,
  "start_kind": "register",
  "cts_buffers": 5,
  "ys_cells": 187,
  "vias_per_cell": 4.74,
  "pwr-share-seq_pct": 57.2,
  "synth_top_area_share_pct": 40.8,
  "async_flop_share_pct": 0,
  "clock_path_buffers": 2,
  "root_buffer": "clkbuf_8",
  "max_freq_mhz": 428,
  "tns_ns": 0,
  "total_leakage_power_uw": 0.000491,
  "warnings": 25,
  "netlist_area_um2": 1620,
  "ys.flop_type": "dfxtp_1",
  "fin_crit_ns": 2.33,
  "slew_headroom_pct": 63.1,
  "finalClockSkew_ns": 0.00790,
  "power_density_nw_per_um2": 210,
  "path_delay_family": "buffers and inverters",
  "crit_path_top_delay_cell": "clkdlybuf4s50_1",
  "syn_area_per_cell_um2": 8.65,
  "core_um2": 7290,
  "drv_cap": 0,
  "grt_util_all_layers_pct": 5.66,
  "die_area_um2": 11400,
  "ys_area_um2": 1620,
  "fin_util_pct": 24.7,
  "cts.reportedPaths.clkPinSlew_ns": 0.07,
  "tightest_slew_ns": 0.552,
  "grt_pass1_wl_um": 5510,
  "grt_pass1_vias": 1231,
  "internal_power_uw": 294,
  "cts_max_level": 2,
  "drv_slew": 0,
  "dpl_cell_area_um2": 1720,
  "wl_per_cell_um": 11.1,
  "rows": 31,
  "die_w_um": 107,
  "tritoncts": "done",
  "switching_power_uw": 83.4,
  "drive_gt1_share_pct": 9.42,
  "largest_area_cell": "dfxtp_1",
  "synth_flops": 33,
  "path_max_fanout": 3,
  "dieHeight_um": 107,
  "diodes": 0,
  "drc": 0,
  "switching_share_pct": 22.1,
  "clock_sinks": 33,
  "grt_max_degree": 33,
  "ioPinCount": 3,
  "design_area_um2": 1800,
  "antenna_found_initial": 0,
  "cts_setup_buffers": 0,
  "drt-initial-drc-count": 59,
  "holdCritPathClass": "register to register",
  "setup_violations": 0,
  "edf_count": 0,
  "period_used_pct": 37.7,
  "cpPeakStageDelay_ns": 0.47,
  "cts_resized": 0,
  "grt.overflow.total": 0,
  "ys_types": 37,
  "port-buffer-count": 2,
  "route.vias.total": 1374,
  "syn_to_final_growth_pct": 11.4,
  "finalHoldViolCount": 0,
  "ant_nets": 0,
  "cts_hold_buf": 0,
  "power_frac_comb_pct": 2.2,
  "crit_required_ns": 4.96,
  "drtPass1Iterations": 4,
  "ys_seq_share_pct": 40.8,
  "worstPathCellList": "clkdlybuf4s50_1",
  "dpl.hpwl_um": 2170,
  "clock_power_share_pct": 40.6,
  "gp_congestion": 0.831,
  "arrival_ns": 1.09,
  "wl_um": 3210,
  "endpoint_kind": "output port",
  "path_class": "register to output port",
  "ir_drop_mv": 0.0640,
  "rsz0062_at_grt": "no",
  "critPathBufInv": 1,
  "status": "finished, final reports clean"
}
[synthesized netlist by cell type (5+ instances only)]
master and instances:
a21oi_1 19, o21ai_0 10, xnor2_1 7, nor4_1 8
xor2_1 5, dfxtp_1 33, or3_1 11, nand2_1 15
nand4_1 8, nand3_1 8, or4_1 9, o31ai_1 8
nor2_1 15
[power by group through the flow]
stage,Sequential [uW],Clock [uW],Combinational [uW]
CTS,216,158,8.30
global route,216,166,9.54
finish,216,153,8.21
[flip-flops by register name, indices dropped and copies added (netlist names)]
signal  flops
cnt        32
out         1
[stage by stage]
step / hold WS, ns / cells / setup WS (ns) / power, uW
floorplan: 0.439 / 187 / 4.15 / 227
global placement: 0.463 / 282 / 3.82 / 229
detailed placement: 0.467 / 282 / 3.82 / 229
CTS: 0.484 / 290 / 3.85 / 382
global route: 0.502 / 290 / 3.75 / 392
finish: 0.480 / 290 / 3.87 / 378
[layer usage]
layer  track usage, %  wire length [um]  vias to the layer above
li1                 -                 -                      713
met1             7.71              1670                      638
met2             8.74              1350                       16
met3             1.76               136                        7
met4             1.06                54                        0
met5                0                 0                        -
[logic make-up after synthesis]
family	count (synthesis)	share of synthesized area (%)
DFF	33	40.8
and+or+nand+nor	92	34.2
xor gates and xnor gates	12	6.50
AOI/OAI and AO/OA	39	13.7
buffers and inverters	10	4.02
adders and majority gates	1	0.773
[placed cells by master (no fill, tap or decap), types with 3 or more instances in the layout]
master	instances
a21oi_1	19
clkbuf_8	5
dfxtp_1	33
inv_1	3
nand2_1	15
nand3_1	8
nand4_1	8
nor2_1	15
nor4_1	8
o21ai_0	10
o31ai_1	8
or3_1	11
or4_1	9
xnor2_1	7
xor2_1	5
[final cells by class]
class | instances | area, um^2
repair buffers | 3 | 27.5
fillers | 831 | 5490
clock inverters | 2 | 10.0
multi-input cells | 144 | 896
flip-flops and latches | 33 | 661
well taps | 99 | 124
inverters | 3 | 11.3
clock buffers | 6 | 72.6
[final timing paths]
path / startpoint / to / slack, ns / cells after the start
hold reg to reg: cnt[0] / cnt[0] / 0.48 / 1
setup reg to reg: cnt[7] / cnt[31] / 3.92 / 4
setup / recovery: out / out / 3.87 / 1
hold / removal: cnt[0] / cnt[0] / 0.48 / 1
No activity file was given, so power comes from the tool's default toggle rates.
