`/design/flow/run.sh`:
```
#!/bin/bash
# OpenROAD 26Q1-2900-gdf79404cd8, Yosys 0.63+post, stock flow scripts
make -C /OpenROAD-flow-scripts/flow DESIGN_CONFIG=/design/flow/config.mk WORK_HOME=/design/flow/orfs finish
```
`/design/flow/config.mk`:
```
export PLATFORM = sky130hd
export DESIGN_NAME = glitch_filter
export DESIGN_NICKNAME = glitch_filter
export VERILOG_FILES = /design/flow/design.v
export SDC_FILE = /design/flow/constraint.sdc
export NUM_CORES = 4
export LEC_CHECK = 1
export CORE_UTILIZATION = 50
export SYNTH_HDL_FRONTEND = slang
```
`/design/flow/constraint.sdc`:
```
current_design glitch_filter

set clk_period 5.0
set clk_io_pct 0.2

create_clock -name clk0 -period $clk_period [get_ports {clk}]

set non_clock_inputs [all_inputs -no_clocks]
set_input_delay [expr $clk_period * $clk_io_pct] -clock clk0 $non_clock_inputs
set_output_delay [expr $clk_period * $clk_io_pct] -clock clk0 [all_outputs]
```
`/design/flow/design.v`:
```
module glitch_filter #(
    parameter RISE_TIME = 10,
    parameter FALL_TIME = 10
) (
    input  wire clk,
    input  wire reset,
    input  wire i,
    output reg  o
);
  reg [31:0] high_counter;
  reg [31:0] low_counter;
  reg stable_high;
  reg stable_low;
  always @(posedge clk or posedge reset) begin
    if (reset) begin
      o <= 0;
      high_counter <= 0;
      low_counter <= 0;
      stable_high <= 0;
      stable_low <= 0;
    end else begin
      if (i) begin
        high_counter <= high_counter + 1;
        low_counter  <= 0;
        if (high_counter >= RISE_TIME - 1) begin
          stable_high <= 1;
        end
      end else begin
        low_counter  <= low_counter + 1;
        high_counter <= 0;
        if (low_counter >= FALL_TIME - 1) begin
          stable_low <= 1;
        end
      end
      if (stable_high) begin
        o <= 1;
        stable_low <= 0;
      end else if (stable_low) begin
        o <= 0;
        stable_high <= 0;
      end
    end
  end
endmodule
```
==> qor.yml <==
p_clk_share_pct: 45.1
numPortBuffers: 3
edf_count: 0
met1_usage_pct: 38.50
synth_top_cell_by_count: "dfrtp_1"
critPathRequiredTime_ns: 5.26
cp_data_arrival_time_ns: 2.71
drt_iter0_drc: 154
yosysTopAreaCell: "dfrtp_1"
ys_ff: 67
die-area_um2: 7432
fmax_mhz: 408.2
setup_tns_ns: 0
dpl.hpwl_mm: 4.720
postCtsSetupBuffers: 0
globalplace.congestion: 0.8252
grt_usage_pct: 22.55
first_pass_iters: 4
leakagePower_uw: 0.001477
gr-total-overflow: 0
total_power_uw: 1087
synth_cell_types: 33
swShare_pct: 22.58
register_area_um2: 1677
intPower_uw: 841.8
grtUsageMet3_pct: 5.121
grt_max_degree: 38
dp.cells: 464
dpl_cell_area_um2: 3641
pre_cts_ws_ns: 2.528
cts_num_sinks: 67
design_area_um2: 3857
grt.busiest_layer: "met1"
netlist_area_um2: 3546
insertedDiodeCount: 0
tightest_slew_ns: 0.7578
die_y_um: 86.21
power_switching_uw: 245.5
cts_tree: "built"
fin_crit_ns: 2.450
grt_pass1_wl_mm: 12.65
yosys_area_um2: 3546
pwr-share-seq_pct: 51.1
root_buffer: "clkbuf_8"
area_delta_synth_final_pct: 8.786
clk_pin_slew_worst_paths_ns: 0.07
rsz0062_at_grt: "false"
htree_levels: 3
antenna_found_initial: 0
top_area_share_pct: 47.28
pwr-share-comb_pct: 3.8
fillCellCount: 629
numCtsBuffers: 9
status: "finished clean"
hold_depth: 1
fin_cells: 480
synth_cells: 380
rows: 30
logic_area_um2: 1743
finalHoldViolations: 0
gr-usage-met2_pct: 32.47
period_used_pct: 48.99
synth-async-reset-ratio_pct: 100.0
reg2reg_from: "low_counter[0]"
startpoint_type: "register"
drive_gt1_share_pct: 6.510
topCellsByArea: "dfrtp_1 47%, or4_1 5.7%, a21oi_1 5.5%, o31ai_1 4.9%, nand4_1 3.4%"
synthTopCellsByCount: "67 x dfrtp_1, 39 x a21oi_1, 28 x nor2_1, 27 x or4_1, 23 x o31ai_1"
initCoreUtil_pct: 51.90
relSlewSlack_pct: 49.41
die_w_um: 86.21
flop_cell: "dfrtp_1"
setup_viol: 0
cts_hold_buffers: 0
drc: 0
routed_via_density: 5.994
cellPowerDensity_nw_per_um2: 281.9
wl_mm: 7.412
grt_pass1_vias: 2624
endpoint_kind: "register"
fin_skew_ns: 0.003300
min_path_type: "reg -> reg"
avgSynthCellArea_um2: 9.331
pin_count: 4
vias: 2877
r2r_cells: 5
cts_resized: 0
cap_violations: 0
wl_per_cell_um: 15.44
clock_latency_ns: 0.34
hp-start: "stable_high"
worstPathMaxFanout: 17
critPathKind: "reg -> reg"
antenna_left: 0
ys_cells: 380
reg2reg_slack_ns: 2.55
hold_path_end: "o"
irDropWorstVdd_mv: 0.1620
slew_viol_final: 0
setup_ws_ns: 2.550
ys_seq_share_pct: 47.28
r2r-end: "low_counter[30]"
clock_path_buffers: 2
coreArea_um2: 6832
log.warning_count: 29
ys_warn_count: 0
==> registers in the layout (all words and copies together), names as in the netlist <==
register and count:
low_counter 32, stable_high 1, high_counter 32, o 1, stable_low 1
==> cells by family after synthesis <==
| kind of cell | count (synthesis) | share of synthesized area, % |
|---|---|---|
| adder cells (fa/ha/maj) | 6 | 2.117 |
| XOR/XNOR | 21 | 5.187 |
| flip-flops | 67 | 47.28 |
| AND/OR/NAND/NOR | 171 | 27.66 |
| buffers and inverters | 31 | 3.564 |
| AND-OR/OR-AND | 84 | 14.19 |
==> routing by layer <==
metal  part of all wire [%]  wire, um
met5                      0         0
met4                   0.92        68
met3                    5.1       376
met2                     44      3265
met1                     50      3702
==> worst max-delay path, stage by stage, from the launching register on <==
cell     delay, ns
dfrtp_1       0.43
ha_1          0.26
nand4_1       0.22
or4_1         0.73
or4_1         0.59
a21oi_1       0.15
==> power groups by stage <==
stage	Sequential, uW	Combinational [uW]	Clock (uW)
finish	556	41.3	490
global route	556	47.9	527
CTS	556	42.9	506
==> through the flow <==
stage / util, % / hold slack [ns]
floorplan: - / 0.4297
global placement: 53.30 / 0.4786
detailed placement: 53.30 / 0.4825
CTS: 56.47 / 0.5099
global route: 56.47 / 0.5101
finish: 56.47 / 0.4943
==> area by class of cell <==
cell class,instances,area share (%)
Tap cell,96,3.114
Inverter,13,1.265
Clock buffer,9,3.211
Sequential cell,67,43.46
Timing Repair Buffer,6,1.362
Multi-Input combinational cell,282,45.18
Clock inverter,7,2.400
==> how the worst max path moves through the flow <==
stage | from | to | cells after the start
after CTS | low_counter[0] | low_counter[28] | 5
final | low_counter[0] | low_counter[30] | 5
after global routing | high_counter[0] | high_counter[26] | 5
==> cells in the final DEF (no fill, tap or decap), drive strengths merged <==
master and instances:
a21boi 1, a21o 1, a21oi 39, a41oi 1, and2 3, and3 5
and4 7, buf 3, bufinv 2, clkbuf 9, clkdlybuf4s50 3, clkinv 5
dfrtp 67, ha 6, inv 13, nand2 21, nand3 21, nand4 21
nor2 28, nor2b 1, nor3 6, nor4 15, o21a 2, o21ai 14
o31a 3, o31ai 23, or2 1, or3 14, or4 28, xnor2 10
xor2 11
Power is estimated from default activity; no workload was simulated.
